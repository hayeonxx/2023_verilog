[./run.sh]
#!/bin/bash
# OpenROAD 26Q1-2900-gdf79404cd8, Yosys 0.63+post, stock flow scripts
make -C /OpenROAD-flow-scripts/flow DESIGN_CONFIG=/design/flow/config.mk WORK_HOME=/design/flow/orfs finish
[./config.mk]
export PLATFORM = sky130hd
export DESIGN_NAME = booth_multiplier
export DESIGN_NICKNAME = booth_multiplier
export VERILOG_FILES = /design/flow/design.v
export SDC_FILE = /design/flow/constraint.sdc
export NUM_CORES = 4
export LEC_CHECK = 1
export CORE_AREA = 10 10 111 111
export DIE_AREA = 0 0 121 121
[./constraint.sdc]
current_design booth_multiplier

set clk_period 3.9
set clk_io_pct 0.2

create_clock -name clk0 -period $clk_period [get_ports {clk}]

set non_clock_inputs [all_inputs -no_clocks]
set_input_delay [expr $clk_period * $clk_io_pct] -clock clk0 $non_clock_inputs
set_output_delay [expr $clk_period * $clk_io_pct] -clock clk0 [all_outputs]
[./design.v]
module booth_multiplier(
    input clk,
    input n_rst,
    input reg start,
    input reg [4:0] M,
    input reg [4:0] Q,
    output reg [7:0] result
);
reg [2:0] cnt;
reg [9:0] A;
reg [9:0] S;
reg [9:0] P;
always@(posedge clk or negedge n_rst) begin
    if(!n_rst)
        cnt <= 3'h0;
    else begin
        if(start == 1'b1)
            cnt <= 3'h0;
        else
            cnt <= (cnt == 3'h4) ? 3'h0 : cnt + 3'h1;
    end
end
always @(posedge clk or negedge n_rst) begin
    if(!n_rst)
        A <= 10'b0_0000_0000_0;
    else if(start == 1'b1)
        A <= {M, A[4:0]};
    else
        A <= A;
    end
always @(posedge clk or negedge n_rst) begin
    if(!n_rst)
        S <= 10'b0_0000_0000_0;
    else if(start == 1'b1)
        S <= {(~M + 1'b1), A[4:0]};
    else 
        S <= S;
end
reg [1:0] P_LSB;
always @(posedge clk or negedge n_rst) begin
    if(!n_rst) 
        P_LSB <= 2'b00;
    else if(start == 1'b1)
        P_LSB <= P[1:0];
    else begin
        if(cnt <= 3'h4)
            P_LSB <= P[1:0];
        else
            P_LSB <= 2'b00;
    end
end
reg [9:0] P_re;
always @(posedge clk or negedge n_rst) begin
    if(!n_rst)
        P_re <= 10'b0_0000_0000_0;
    else if(start == 1'b1)
        P_re <= {P_re[9:6], Q, 1'b0};
    else begin
        if(cnt <= 3'h4 && cnt >= 3'h0) begin
            P_re <= (P_LSB == 2'b01) ? P_re + A :
                    (P_LSB == 2'b10) ? P_re + S : P_re;
        end
        else begin
            P_re <= 10'b0_0000_0000_0;
        end
    end
end
always @(posedge clk or negedge n_rst) begin
    if(!n_rst)
        P <= 10'b0_0000_0000_0;
    else if(start == 1'b1)
        P <= P_re;
    else begin
        if(cnt <= 3'h4 && cnt >= 3'h0) begin
            P <= {1'b0, P_re[9:1]};
        end 
        else begin
            P <= P;
        end
    end
end
always @(posedge clk or negedge n_rst) begin
    if(!n_rst)
        result <= 8'b0000_0000;
    else if(start == 1'b1) 
        result <= 8'b0000_0000;
    else begin
        if(cnt <= 3'h4)
            result <= P[8:1];
        else
            result <= 8'b0000_0000;
    end
end
endmodule
==> results.sh <==
# physical design summary
export IMPL_grt_usage_pct=4.64
export IMPL_n_antenna_cell=0
export IMPL_clock_skew_final_ns=0.00475
export IMPL_clock_fmax_mhz=410
export IMPL_cts_resized=0
export IMPL_yosysTopAreaCell="dfrtp_1"
export IMPL_min_delay_start="cnt[0]"
export IMPL_path_common_cell="inv_1"
export IMPL_edf_count=0
export IMPL_htree_levels=2
export IMPL_tool_warnings=27
export IMPL_p_per_area_nw_per_um2=464
export IMPL_required_ns=4.13
export IMPL_top_cell_area_share_pct=54.5
export IMPL_via_per_inst=3.66
export IMPL_finalPower_mw=1.06
export IMPL_tns_ns=0
export IMPL_cp_arrival_ns=2.67
export IMPL_drc_errors=0
export IMPL_die_area_um2=14600
export IMPL_fp_row_count=36
export IMPL_grt_max_degree=41
export IMPL_postCtsSetupBuffers=0
export IMPL_setup_worst_path_end_class="register"
export IMPL_n_fill_cell=1032
export IMPL_status="finished clean"
export IMPL_peakVddDrop_mv=0.130
export IMPL_firstDrtPassIters=4
export IMPL_root_buffer="clkbuf_8"
export IMPL_worst_slew_pin_slew_ns=0.504
export IMPL_tritoncts="done"
export IMPL_drive_above_1_share_pct=14.5
export IMPL_synthesis_area_um2=1840
export IMPL_r2r_start="P_LSB[1]"
export IMPL_p_leak_nw=0.972
export IMPL_top_cells_by_count="dfrtp_1 (40), mux2_2 (14), nand2_1 (12)"
export IMPL_max_slew_margin_pct=66.4
export IMPL_wire_per_inst_um=10.4
export IMPL_drt_initial_drc_count=76
export IMPL_place_congestion=0.795
export IMPL_hpwl_um=2280
export IMPL_crit_chain="inv_1 -> ha_1 -> mux2_2 -> inv_1 -> fa_1 -> nand2b_1 -> a21oi_1 -> xor2_1 -> or4b_1 -> nand3_1"
export IMPL_ys_types=28
export IMPL_period_needed_ns=2.44
export IMPL_core_area_um2=9860
export IMPL_ys_ff=40
export IMPL_clock_latency_ns=0.29
export IMPL_avgSynthCellArea_um2=11.8
export IMPL_final_seq_area_um2=1000
export IMPL_port_buffers=20
export IMPL_area_delta_synth_final_pct=23.8
export IMPL_crit_family="simple AND/OR/NAND/NOR gates"
export IMPL_antenna_left=0
export IMPL_ys_seq_share_pct=54.5
export IMPL_worst_path_buf_inv=2
export IMPL_fp_util_pct=18.6
export IMPL_synthArstFlopShare_pct=100
export IMPL_num_vias=1141
export IMPL_startpoint="P_LSB[1]"
export IMPL_logic_area_um2=771
export IMPL_finalSetupViolCount=0
export IMPL_io_pins=21
export IMPL_critPathMaxStageDelay_ns=0.47
export IMPL_top_cell="dfrtp_1"
export IMPL_die_height_um=121
export IMPL_critical_path_class="register to register"
export IMPL_die_x_um=121
export IMPL_yosysWarnings=1
export IMPL_hold_viol_final=0
export IMPL_syn_inst=156
export IMPL_grt_overflow_total=0
export IMPL_yosys_cells=156
export IMPL_first_global_vias=1195
export IMPL_cts_inserted_buffers=5
export IMPL_cp_start_kind="register"
export IMPL_grt_pass1_wl_um=5630
export IMPL_maxCapViolCount=0
export IMPL_yosys_area_um2=1840
export IMPL_timing_final_crit_share_pct=62.6
export IMPL_cts_sinks=40
export IMPL_antenna_found_initial=0
export IMPL_post_synth_main_area_contributors="dfrtp_1 (54%), mux2_2 (8.6%), ha_1 (6.1%), mux2i_1 (4.4%), a22o_1 (3.3%)"
export IMPL_clk_pin_slew_ns=0.08
export IMPL_rsz0062_at_grt="false"
export IMPL_drt_total_wl_um=3260
export IMPL_hold_class="register to register"
export IMPL_flop_cell="dfrtp_1"
export IMPL_path_max_fanout=5
export IMPL_hold_buffers=0
export IMPL_clockBufferDepth=2
export IMPL_critPathSlowestCell="or4b_1"
export IMPL_slew_viol_final=0
[through the flow]
step / hold WS [ns] / std cells / util (%) / setup slack [ns] / cell area [µm²]
after floorplan: 0.433 / 156 / - / 1.61 / 1840
final: 0.481 / 312 / 23.1 / 1.46 / 2270
after detailed placement: 0.463 / 305 / 22.2 / 1.36 / 2190
after CTS: 0.488 / 312 / 23.1 / 1.44 / 2270
after global routing: 0.498 / 312 / 23.1 / 1.27 / 2270
after global placement: 0.451 / 305 / 22.2 / 1.35 / 2190
[cells by family (layout without fill, tap and decap cells)]
logic type,after synthesis,in the layout,synth area share (%)
flops,40,40,54.5
simple gates,36,36,9.80
compound gates,26,26,9.60
mux,22,22,12.9
buf+inv,17,40,3.61
fa+ha+maj,10,10,7.22
xor+xnor,5,5,2.38
[report_power, final]
part | switching [mW] | leakage [nW] | internal [mW]
clock network | 0.139 | 0.0400 | 0.121
registers | 0.0488 | 0.496 | 0.488
logic | 0.111 | 0.435 | 0.149
[layout make-up]
type / instances / area share, %
flip-flops and latches: 40 / 44.0
multi-input cells: 99 / 33.9
repair buffers: 23 / 9.57
well taps: 133 / 7.32
clock buffers: 5 / 3.03
inverters: 10 / 1.65
clock inverters: 2 / 0.550
[state kept, by name (all words and copies together), names as in the netlist]
signal	count
A	5
S	4
cnt	3
result	8
P_re	9
P_LSB	2
P	9
[final timing paths]
| check | endpoint | slack (ns) | cells past startpoint |
|---|---|---|---|
| min in group asynchronous | result[0] | 0.54 | 2 |
| min | cnt[0] | 0.48 | 1 |
| max reg2reg | P_re[9] | 1.46 | 10 |
| max | P_re[9] | 1.46 | 10 |
| max in group asynchronous | S[7] | 3.01 | 2 |
| min reg2reg | cnt[0] | 0.48 | 1 |
[routing by layer]
layer,vias up,track usage (%),wire length [µm]
met4,0,0.754,53
met3,7,1.84,291
met5,-,0,0
met2,27,7.24,1360
met1,531,6.07,1550
li1,576,-,-
[placed cells by master (no fill, tap or decap)]
cell and instances:
dfrtp_1 40, clkdlybuf4s50_1 19, mux2_2 14, nand2_1 12
inv_1 10, ha_1 9, and2_1 8, mux2i_1 8
o21ai_0 8, a22o_1 7, nor2_1 6, clkbuf_8 5
a21oi_1 4, nand2b_1 3, xnor2_1 3, buf_4 3
nor2b_1 2, o21a_1 2, xor2_1 2, a21o_1 2
nor3_1 2, a211oi_1 1, nor2_2 1, or4b_1 1
o211ai_1 1, nand3_1 1, a32o_1 1, fa_1 1
clkinv_2 1, clkinvlp_4 1, buf_2 1
Power is estimated from default activity; no workload was simulated.
