$ cat run.sh
#!/bin/bash
# OpenROAD 26Q1-2900-gdf79404cd8, Yosys 0.63+post, stock flow scripts
make -C /OpenROAD-flow-scripts/flow DESIGN_CONFIG=/design/flow/config.mk WORK_HOME=/design/flow/orfs finish
$ cat constraint.sdc
current_design shift_add_multi

set clk_period 4.4
set clk_io_pct 0.2

create_clock -name clk0 -period $clk_period [get_ports {clk}]

set non_clock_inputs [all_inputs -no_clocks]
set_input_delay [expr $clk_period * $clk_io_pct] -clock clk0 $non_clock_inputs
set_output_delay [expr $clk_period * $clk_io_pct] -clock clk0 [all_outputs]
$ cat design.v
module shift_add_multi(
    input clk,
    input n_rst,
    input start,
    input reg [3:0] M,
    input reg [3:0] Q,
    output reg [7:0] P
);
reg [2:0] cnt;
reg [7:0] M_s;
reg [3:0] Q_s;
always @(posedge clk or negedge n_rst) begin
    if(!n_rst)
        cnt <= 3'h0;
    else if(start == 1'b1)
        cnt <= 3'h0;
    else 
        cnt <= (cnt == 3'h4) ? 3'h0 : cnt + 3'h1;
end
always @(posedge clk or negedge n_rst) begin
    if(!n_rst)
        M_s <= 8'b0000_0000;
    else if(start == 1'b1)
        M_s <= M;
    else begin 
        if(cnt <= 3'h3)
            M_s <= M_s << 1;
        else
            M_s <= M;
    end
end
always @(posedge clk or negedge n_rst) begin
    if(!n_rst)
        Q_s <= 4'b0000;
    else if(start == 1'b1)
        Q_s <= Q;
    else begin
        if(cnt <= 3'h3)
            Q_s <= Q_s >> 1;
        else
            Q_s <= Q;
    end
end
always @(posedge clk or negedge n_rst) begin
    if(!n_rst)
        P <= 8'b0000_0000;
    else if(start == 1'b1)
        P <= 8'b0000_0000;
    else begin
        if(cnt <= 3'h4 && cnt >= 3'h0)
            P <= (Q_s[0] == 1'b1) ? P + M_s : P;
        else
            P <= 8'b0000_0000;
    end
end
endmodule
$ cat config.mk
export PLATFORM = sky130hd
export DESIGN_NAME = shift_add_multi
export DESIGN_NICKNAME = shift_add_multi
export VERILOG_FILES = /design/flow/design.v
export SDC_FILE = /design/flow/constraint.sdc
export NUM_CORES = 4
export LEC_CHECK = 1
export CORE_AREA = 10 10 89 89
export DIE_AREA = 0 0 99 99
==> run summary <==
Summary of implementation figures.

Clocking
The clock-pin slew on the worst setup and hold paths is roughly 80 ps. The number of sinks handled by clock tree synthesis is 23. The buffers inserted during post-CTS setup optimization is 0. Per the CTS log, the maximum H-tree level is 1. The number of resized instances in the post-cts repair step is 0. The later pin in the worst-skew pair is clocked with a latency of between 200 and 300 ps. The number of buffers on the longest clock path is 2.

Clock tree synthesis selected as its root buffer the cell sky130_fd_sc_hd__clkbuf_8. The CTS buffer count is 3. The number of buffers inserted by hold repair at cts is 0. The CTS tree is yes.

Place
In the placement report, post-DP HPWL is listed as between 1.5 and 2 mm. The final estimated routing congestion in global placement is 0.7742. The placement report lists the number of port buffers as 18.

Synth
The part of the Yosys area used for sequential elements is 0.4680. Synthesis inferred 23 register bits. After synthesis, the share of flip-flops with an asynchronous set or reset is 1.000. The combinational family with the most area after synthesis is simple AND/OR/NAND/NOR gates. The area of the mapped netlist is roughly 1200 µm².

In this run, synthesis inferred 0 flip-flops with an integrated enable. The synthesized instance count is about 120. The area reported by Yosys stat is 1230 µm². Per the synthesis report, the AND-OR/OR-AND share of the synthesized area is 0.1078. The arithmetic-cell share of the synthesized area counting full adders, half adders and majority gates is 0.1180. The synthesis report names the predominant flop master as sky130_fd_sc_hd__dfrtp_1.

A synthesized cell averages 9.999 µm². The yosys stat cell total is ~120. The basic-gate share of the synthesized area counting and, or, nand and nor cells is 0.2218.

The warning count from the yosys run is 1. Per the synthesis report, the XOR/XNOR share of the synthesized area is 0.02136. The number of library cell types mapped by synthesis is 35. Measured against the total synthesized area, the mux share comes to 0.04069.

Routing
The detail route stage leaves a number of antenna-violating nets equal to 0. The routed wire length is ~2.3 mm. The routed layout has 883 vias. Antenna repair during routing inserted a diode count of 0. Per the detail_route report, routed wire per instance is 10.56 µm. The detailed-route vias per instance is 4.050. The first-pass iteration count of the detailed router is 3. The post-detailed-route DRC marker count is 0. The first routing iteration left 39 violations.

GRT
The pin count of the biggest net entering global routing is 24. The total overflow reported by the global router is 0. For this run, the total global-route usage over all layers was measured as 0.04919. The first-pass GRT wire length is between 4 and 5 mm. The via count of the first global-routing pass is between 800 and 900. The number of antenna violations at the first check in global routing was 0.

Final timing
The tightest slew margin relative to the limit is 0.5711. The total of endpoints with negative setup slack in the final report is 0. Counting I/O delays and the setup requirement, the final critical path takes 2087 ps. The total count of hold-check failures in the final report is 0. The final clock period utilization by the worst path is 0.4742. After routing, the total negative slack on setup checks comes to 0 ps. Setup repair after global routing left no endpoint under its margin. The achievable clock frequency is 0.4792 GHz. The final setup skew is 1.503 ps. Pins over their slew limit in the final report were tallied at 0. At the pin with the least slew margin, the transition time is around 640 ps.

Final layout
The share of layout cells above drive strength 1 is 0.05594. The relative area change from synthesis to final layout is 25.53%. The library cells used most frequently in the layout, excluding fill and tap cells, are 23 x sky130_fd_sc_hd__dfrtp_1, 23 x sky130_fd_sc_hd__nand2_1, 18 x sky130_fd_sc_hd__clkdlybuf4s50_1, 10 x sky130_fd_sc_hd__ha_1, 9 x sky130_fd_sc_hd__nor2_1.

Critical path
The worst flop-to-flop path startpoint is P[0]. The number of cells on the worst reg-to-reg path is 7. STA puts the critical path data arrival time at 2290 ps. By startpoint and endpoint, the worst setup path is classified as in2reg. The critical path endpoint is P[6]. The worst setup path is captured at a flop.

The required time at the worst-slack endpoint is 4600 ps. The register-to-register path setup slack is 2340 ps. According to the timing report, the critical path is launched from start. The capture point of the worst register-to-register path is recorded as P[6]. Along the worst path, the maximum fanout reaches 9. STA classifies the critical path startpoint as a primary input.

Power and ir drop
The static power due to leakage is 0.7260 nW. The maximum vdd ir drop is about 0.16 mV. Total power normalized to cell area comes to around 330 nW/µm². The total power is between 0.5 and 0.6 mW.

Run
Max-cap violations in this run came to 0. The number of warnings in the stage logs is 26.

Floorplanning
The number of placement rows is 28. The effective utilization at floorplan is 0.2053. 19 I/O pins were placed. The die width is 99 µm. The die footprint is 9801 µm². The core region area is 5991 µm². The height of the die is 99 µm.

Worst hold path
The worst hold path class is reg2reg.

Outcome
The run finished with clean final reports.
critical path: stages:
cell                              delay (ps)
sky130_fd_sc_hd__clkdlybuf4s50_1         490
sky130_fd_sc_hd__a21o_1                  300
sky130_fd_sc_hd__or4_1                   540
sky130_fd_sc_hd__nand3_1                  80
Yosys cell counts, drive strengths merged, types with 2 or more instances:
cell type,n,area share
nand3,2,0.0081
a21o,4,0.024
xnor2,3,0.021
ha,10,0.10
buf,2,0.0071
a211oi,2,0.012
and2,6,0.031
nor3,2,0.012
a21oi,7,0.032
o21ai,3,0.012
dfrtp,23,0.47
mux2i,5,0.041
inv,4,0.012
nor2,9,0.027
nor2b,2,0.010
nand2,23,0.070
or2,2,0.010
worst min-delay path by stage:
stage | startpoint | endpoint | slack [ps] | depth (start not counted)
after CTS | Q_s[1] | Q_s[0] | 450 | 2
after global routing | Q_s[2] | Q_s[1] | 460 | 2
final | Q_s[2] | Q_s[1] | 440 | 2
report_power, final:
group	switching [mW]	total, mW	internal, mW	leakage, nW
Clock	0.0639	0.128	0.0645	0.0228
Combinational	0.0569	0.123	0.0665	0.401
Sequential	0.0220	0.255	0.233	0.302
Total	0.143	0.507	0.364	0.726
per-stage QoR:
step           hold slack (ps)  std cells  area (µm²)  utilization  setup WS (ps)
5_1_grt                  464.1        218        1544       0.2577           2231
3_5_place_dp             429.3        214        1499       0.2502           2029
3_3_place_gp             418.9        214        1499       0.2502           2069
2_1_floorplan            414.3        123        1230            -           2483
4_1_cts                  448.0        218        1544       0.2577           2294
6_report                 443.7        218        1544       0.2577           2313
layer usage:
metal / vias up / part of all wire / GRT usage / routed length [µm]
met2: 15 / 0.41 / 0.07164 / 955
met5: - / 0 / 0 / 0
met4: 0 / 0.0069 / 0.006615 / 16
li1: 471 / - / - / -
met3: 2 / 0.044 / 0.01409 / 101
met1: 395 / 0.53 / 0.07220 / 1230
kinds of logic after synthesis:
logic type      after synthesis
simple gates                 54
flops                        23
compound gates               20
fa+ha+maj                    11
buf+inv                       7
mux                           5
xor+xnor                      3
registers in the layout, indices dropped and copies added (netlist names):
signal and cells:
M_s 8, P 8, Q_s 4, cnt 3
cell type report:
class	instances	area, µm²
tap	75	93.84
clock buffer	4	45.04
fill	624	4447
sequential	23	575.6
timing repair buffer	19	187.7
multi-input combinational	93	626.9
inverter	4	15.01
Power and IR drop assume default switching activity.
