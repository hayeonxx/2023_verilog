### constraint.sdc
current_design alu

set clk_period 86.2
set clk_io_pct 0.2

create_clock -name clk0 -period $clk_period

set non_clock_inputs [all_inputs -no_clocks]
set_input_delay [expr $clk_period * $clk_io_pct] -clock clk0 $non_clock_inputs
set_output_delay [expr $clk_period * $clk_io_pct] -clock clk0 [all_outputs]
### run.sh
#!/bin/bash
# OpenROAD 26Q1-2900-gdf79404cd8, Yosys 0.63+post, stock flow scripts
make -C /OpenROAD-flow-scripts/flow DESIGN_CONFIG=/design/flow/config.mk WORK_HOME=/design/flow/orfs finish
### design.v
module add(a,b,o_add);
input [15:0] a, b;
output [15:0] o_add;
assign o_add = a + b;
endmodule
module alu(a,b,sel,z);
input [15:0] a, b;
input [1:0] sel;
output [15:0] z;
wire [15:0] n0,n1,n2,n3;
add u_add(.a(a), .b(b), .o_add(n0));
sub u_sub(.a(a), .b(b), .o_sub(n1));
mul u_mul(.a(a), .b(b), .o_mul(n2));
div u_div(.a(a), .b(b), .o_div(n3));
mux4to1 u_mux4to1(.in0(n0), .in1(n1), .in2(n2), .in3(n3), .out(z), .sel(sel));
endmodule
module div(a,b,o_div);
input [15:0] a, b;
output [15:0] o_div;
assign o_div = a / b;
endmodule
module mul(a,b,o_mul);
input [15:0] a, b;
output [15:0] o_mul;
assign o_mul = a * b;
endmodule
module mux4to1(in0, in1, in2, in3, out, sel);
input [15:0] in0, in1, in2, in3;
input [1:0] sel;
output [15:0] out;
assign out = sel[1] ? (sel[0] ? in3 : in2) : (sel[0] ? in1 : in0);
endmodule
module sub(a,b,o_sub);
input [15:0] a, b;
output [15:0] o_sub;
assign o_sub = a - b;
endmodule
### config.mk
export PLATFORM = sky130hd
export DESIGN_NAME = alu
export DESIGN_NICKNAME = alu
export VERILOG_FILES = /design/flow/design.v
export SDC_FILE = /design/flow/constraint.sdc
export NUM_CORES = 4
export LEC_CHECK = 1
export CORE_UTILIZATION = 30
==> results.cfg <==
; flow metrics
[synthesis]
ys_top_cells_by_area = ha_1 (22%), fa_1 (14%), xnor2_1 (6.3%)
yosysWarnings = 0
top_area_cell = ha_1
synth_seq_share = 0
ys_chip_area_sq_um = 11900
synthesis.area_sq_um = 11900
synth_area_per_cell_sq_um = 7.45
synth_cells = 1600
ys_cells = 1600
synth_top_area_share = 0.215
yosysUniqueCellTypes = 92

[run]
maxCapViolCount = 0
warnings = 37

[placed_design]
dp_cells = 2148
gp_congestion = 1.00
place_ws_ns = 21.34
portBuffers = 50
hpwl_um = 31300

[timing]
setup_viol = 0
grt_setup_unrepaired = no
period_needed_ns = 65.44
hold_viol = 0
fin_setup_tns_ns = 0
tightest_slew_ns = 0.908
final_max_slew_viol_count = 0
fmax_mhz = 15.3
finalCritPeriodShare = 0.759
finalWorstSetupSlack_ns = 20.76
slew_headroom = 0.389

[route]
wl_per_cell_um = 18.2
drtIter0Drc = 908
first_pass_iters = 5
drt-vias-per-instance = 5.43
vias = 11679
wl_um = 39200
drcViolationCount = 0
final_antenna_net_count = 0

[global_route]
grt_overflow = 0
grt_pass1_vias = 11111
grt_max_degree = 47
grt_use_met1 = 0.287
use_met2 = 0.312
grt_pass1_wl_um = 61500
antenna_found_initial = 1
grt_usage = 0.196
grtUsageMet3 = 0.0200
busiest_layer = met2

[worst_hold_path]
hold_class = primary input to output pin
hold_path_depth = 5

[die]
die_h_um = 201
ios = 50
row_count = 72
die_x_um = 201
dieArea_sq_um = 40500
core_sq_um = 38900
initial_utilization = 0.306

[power_and_ir_drop]
seqPwrFrac = 0
p_leak_nw = 5.94
clkPwrFrac = 0
comb_power_share = 1.000
switchingPower_mw = 0.119
p_total_mw = 0.216
p_per_area_nw_per_um2 = 16.5
vdd_drop_max_mv = 0.0198
intPower_mw = 0.0966
swShare = 0.552

[worst_setup_path]
slowest_stage = o31ai_1
max_stage_delay_ns = 0.77
worst_setup_path_start_kind = primary input
crit_fanout = 19
critical_path_required_ns = 68.96
crit_arrival_ns = 48.20
cpMostUsedCell = a21oi_1
critPathKind = primary input to output pin
end_kind = output pin

[cts]
hold_buffers = 0
postCtsSetupBuffers = 0
cts_resized = 0

[finish]
num-clock-buffers = 0
layout.cells.non_filler = 2149
seq_cells = 0
layout-drive-gt1-share = 0.0693
ff_latch_area_sq_um = 0
syn_to_final_growth_pct = 9.99

[run_status]
status = complete, no violations
==> power by group through the flow <==
stage                 Sequential (mW)  Combinational (mW)      Clock, mW
after CTS                           0               0.215              0
after global routing                0               0.243              0
final                               0               0.216  0.00000000156
==> per-layer routing <==
layer / vias up / share of wire / routed length [um]
met5: - / 0 / 0
met3: 66 / 0.055 / 2140
met1: 5531 / 0.47 / 18300
met2: 355 / 0.45 / 17600
met4: 0 / 0.028 / 1110
li1: 5727 / - / -
==> worst paths after layout <==
check               from    to  slack, ns
hold / removal    sel[0]  z[1]      35.57
setup / recovery   b[10]  z[0]      20.76
==> stage by stage <==
| stage | hold slack [ns] | instance area (sq um) | utilization |
|---|---|---|---|
| CTS | 35.59 | 13100 | 0.337 |
| global placement | 35.58 | 13100 | 0.337 |
| global route | 35.65 | 13100 | 0.337 |
| floorplan | 34.64 | 11900 | - |
| finish | 35.57 | 13100 | 0.337 |
| detailed placement | 35.59 | 13100 | 0.337 |
==> cells in the final DEF, fill, tap and decap left out, types with 43 or more instances in the layout <==
master,n
ha_1,205
nand2_1,177
inv_1,152
nor2_1,128
a21oi_1,104
xnor2_1,86
fa_1,81
o21ai_0,54
clkdlybuf4s50_1,49
o21a_1,44
nor3_1,44
xor2_1,43
==> worst max-delay path, delay by kind of cell <==
| family | cells | cell delay, ns |
|---|---|---|
| simple gates | 28 | 6.50 |
| buf+inv | 6 | 1.85 |
| compound gates | 57 | 15.33 |
| fa+ha+maj | 15 | 4.80 |
| mux | 7 | 2.39 |
==> Yosys cell counts, types with 17 or more instances <==
cell and count:
nor3_1 44, o21ai_0 54, clkbuf_1 50, mux2_2 26
nor2_1 128, o211ai_1 25, a21oi_1 104, a211oi_1 17
a21o_1 22, inv_1 152, xnor2_1 86, fa_1 81
xor2_1 43, nand3_1 25, nand2_1 177, and2_1 37
o21a_1 44, ha_1 205, a31oi_1 20
==> cell type report <==
class / count / area (sq um)
Timing Repair Buffer: 87 / 773
Fill cell: 4117 / 25800
Tap cell: 518 / 648
Multi-Input combinational cell: 1389 / 11100
Inverter: 154 / 578
Antenna cell: 1 / 2.50
==> cells by family after synthesis <==
group / Yosys count / synth area share
compound gates: 410 / 0.235
xor+xnor: 129 / 0.0948
simple gates: 520 / 0.209
buf+inv: 211 / 0.0680
mux: 44 / 0.0418
fa+ha+maj: 286 / 0.351
Power figures rest on the tool's default switching activity, not on a simulated workload.
